===== design/flow/design.v =====
module find_1#
(
    parameter WID=8
)
(
    d_i     ,
    pos_o   
);
input   [WID-1:0]    d_i;
output  reg[WID-1:0]     pos_o;
wire [WID-1:0] pos_oh;
reg [WID-1:0] op_t; 
integer i;
always @(*) begin
	for(i=0; i<WID; i=i+1) begin
		if(d_i[WID-1]==1'b0) begin
			op_t[i] <= d_i[WID-1-i];
		end 
        else begin
			op_t[i] <= ~d_i[WID-1-i];
		end
	end
end
assign pos_oh = op_t & (~op_t+1);	 
integer j;
always @(*) begin
	for(j=0; j<WID; j=j+1) begin
		if(pos_oh[j]==1) begin
			pos_o <= j-1;
		end
	end
end
endmodule
module q_sel #(
    parameter WIDTH = 8
) (
    rem     ,
    d       ,
    q       ,
    neg
);
input[2:0]  rem;
input       d;
output reg  q;
output      neg;
always @(*) begin
    if(rem<3'b010|rem>=3'b110)begin
        q = 1'b0;
    end
    else begin
        q = 1'b1;
    end
end
assign neg = q&(d!=rem[2]);
endmodule
module SRT4 #(
    parameter WID=8
) (
    clk         ,
    rst         ,
    dividend    ,
    divisor     ,
    sign        ,
    valid       ,
    ready       ,
    quotient    ,
    error       ,
    remainder      
);
input           clk;
input           rst;
input[WID-1:0]  dividend;
input[WID-1:0]  divisor;
input           sign;
input           valid;
output          error;
output          ready; 
output[WID-1:0]  quotient;
output[WID-1:0]  remainder;
wire [2*WID:0]  rem; 
reg             ready_o;
wire[WID-1:0]   pos_1;
wire[1:0]       q;
wire            neg;
reg[WID-1:0]    div_shift;
reg[WID-1:0]    dividend_r;
reg[WID-1:0]    divisor_r;
reg[1:0]        div_sign; 
reg             sign_r;    
wire[3:0]       qds_table;
wire[WID-1:0]   dividend_u;
wire[WID-1:0]   divisor_u;
wire[WID:0]     shift_divisor_X2;
wire[WID:0]     shift_divisor;
wire[WID:0]     shift_divisor_X2n;
wire[WID:0]     shift_divisor_n;
reg[WID:0]      Q;
reg[WID:0]      QM;  
reg[2*WID:0]    shift_rem;
reg[WID-1:0]    shift_dividend;
reg[WID:0]      div_cnt;
reg[WID:0]      fin_q;
reg[WID:0]      fin_rem;
wire[WID:0]     q_signed;
wire[WID:0]     rem_signed;
wire[WID:0]     q_unsigned;
wire[WID:0]     rem_unsigned;
reg[2:0]        state;
assign dividend_u = sign&&dividend[WID-1]?(~dividend+1):dividend;
assign divisor_u  = sign&&divisor[WID-1]?(~divisor+1):divisor;
always @(posedge clk) begin
    if(rst)begin
        sign_r <= 'b0;
    end
    else if(valid&&sign)begin
        sign_r <= sign;
    end
end
always @(posedge clk) begin
    if(rst)begin
        dividend_r <= 'b0;
        divisor_r  <= 'b0;
        div_sign   <= 'b0;
    end
    else if(valid)begin
        dividend_r <= dividend_u;
        divisor_r  <= divisor_u;
        div_sign   <= {dividend[WID-1],divisor[WID-1]};
    end
end
find_1#
(
    .WID(WID)
)
find_1(
    .d_i     (divisor_u),
    .pos_o   (pos_1)
);
q_sel #(
    .WIDTH(WID)
)q_sel (
    .rem     (shift_rem[2*WID:2*WID-5]),
    .d       (qds_table),
    .q       (q),
    .neg     (neg)
);
always @(posedge clk) begin
    if(rst)begin
        div_shift <= 'b0;
    end
    else if(state==IDLE&&valid)begin
        div_shift <= pos_1+1;
    end
end
assign rem              = {{(WID+1){0}},dividend_r}<<div_shift;
assign qds_table        = shift_divisor[WID-1:WID-4];
assign shift_divisor    = divisor_r<<div_shift;
assign shift_divisor_n  = (~shift_divisor)+1;
assign shift_divisor_X2 = shift_divisor<<1;
assign shift_divisor_X2n=(~shift_divisor_X2)+1; 
parameter       IDLE = 3'b000,
                DIV_PRE = 3'b001,
                DIV_WORKING = 3'b010,
                DIV_END = 3'b011,
                DIV_1   = 3'b100,
                DIV_ERROR=3'b101;
always @(posedge clk) begin
    if(rst)begin
        state <= IDLE;
    end
    else begin
        case (state)
            IDLE:begin
                if(valid)begin
                    if(divisor==0)begin
                        state <= DIV_ERROR;
                    end
                    else if(divisor==1)begin
                        state <= DIV_1; 
                    end
                    else begin
                        state <= DIV_PRE;
                    end
                end
            end
            DIV_PRE:state <= DIV_WORKING;
            DIV_WORKING:begin
                if(div_cnt=='b0)
                    state <= DIV_END;
            end
            DIV_END:begin
                state <= IDLE;
            end
            DIV_ERROR:begin
                state <= IDLE;
            end  
            DIV_1:begin
                state <= IDLE;
            end
            default: state <= IDLE;
        endcase
    end
end
always @(posedge clk) begin
    if(rst)begin
        shift_rem <= 'b0;
    end
    else if(state==DIV_PRE)begin
        shift_rem <= rem;
    end
    else begin
        case ({neg,q})
            3'b000:shift_rem <= {shift_rem[2*WID-2:WID-2]+0                 ,shift_rem[WID-3:0],2'b0};
            3'b001:shift_rem <= {shift_rem[2*WID-2:WID-2]+shift_divisor_n   ,shift_rem[WID-3:0],2'b0};
            3'b010:shift_rem <= {shift_rem[2*WID-2:WID-2]+shift_divisor_X2n ,shift_rem[WID-3:0],2'b0};
            3'b100:shift_rem <= {shift_rem[2*WID-2:WID-2]+0                 ,shift_rem[WID-3:0],2'b0};
            3'b101:shift_rem <= {shift_rem[2*WID-2:WID-2]+shift_divisor     ,shift_rem[WID-3:0],2'b0};
            3'b110:shift_rem <= {shift_rem[2*WID-2:WID-2]+shift_divisor_X2  ,shift_rem[WID-3:0],2'b0};
            default: ;
        endcase 
    end
end
always @(posedge clk) begin
    if(rst)begin
        Q <= 'b0;
        QM<= 'b0;
    end
    else if(state==DIV_WORKING)begin
        if(~neg)begin
            Q <= {Q[WID-3:0],q};
        end
        else begin
            Q <= {QM[WID-3:0],1'b1,q[0]};
        end
        if ((~neg)&(|q))begin
            QM <= {Q[WID-3:0],1'b0,q[1]};
        end
        else begin
            QM <= {QM[WID-3:0],~q};
        end
    end
    else begin
        Q <= 'b0;
        QM<= 'b0;
    end
end
always @(posedge clk) begin
    if(rst)begin
        fin_q   <= 'b0;
        fin_rem <= 'b0;
    end
    else if(state==DIV_END)begin
        if((shift_rem[2*WID]))begin
            fin_rem <= shift_rem[2*WID:WID] + shift_divisor;
            fin_q   <= Q-1;
        end
        else begin
            fin_rem <= shift_rem[2*WID:WID];
            fin_q   <= Q ;
        end
    end
end
always @(posedge clk) begin
    if(rst)begin
        div_cnt <= 'b0;
    end
    else if(valid)begin
        div_cnt <= (WID>>1)-1;
    end
    else if(state==DIV_WORKING)begin
        div_cnt <= div_cnt - 1 ;
    end
end
always @(posedge clk) begin
    if(rst)begin
        ready_o <= 'b0;
    end
    else if(state==DIV_END)begin
        ready_o <= 1'b1;
    end
    else begin
        ready_o <= 1'b0;
    end
end
assign  q_signed     = (div_sign==2'b11||div_sign==2'b00)?fin_q:(~fin_q+1);
assign  rem_signed   = (div_sign[1]==1'b1)?(~(fin_rem>>div_shift)+1):(fin_rem>>div_shift);
assign  q_unsigned   = fin_q;
assign  rem_unsigned = fin_rem>>div_shift;
assign  ready    = state==DIV_1?1'b1:ready_o;
assign  quotient = state==DIV_1?dividend:(sign_r?q_signed:q_unsigned);
assign  remainder= state==DIV_1?1'b0:(sign_r?rem_signed:rem_unsigned);
assign  error    = state==DIV_ERROR;
endmodule

===== design/flow/config.mk =====
export PLATFORM = sky130hd
export DESIGN_NAME = SRT4
export DESIGN_NICKNAME = SRT4
export VERILOG_FILES = /design/flow/design.v
export SDC_FILE = /design/flow/constraint.sdc
export NUM_CORES = 4
export LEC_CHECK = 1
export CORE_UTILIZATION = 30

===== design/flow/constraint.sdc =====
current_design SRT4

set clk_period 5.1
set clk_io_pct 0.2

create_clock -name clk0 -period $clk_period [get_ports {clk}]

set non_clock_inputs [all_inputs -no_clocks]
set_input_delay [expr $clk_period * $clk_io_pct] -clock clk0 $non_clock_inputs
set_output_delay [expr $clk_period * $clk_io_pct] -clock clk0 [all_outputs]

===== design/flow/run.sh =====
#!/bin/bash
# OpenROAD 26Q1-2900-gdf79404cd8, Yosys 0.63+post, stock flow scripts
make -C /OpenROAD-flow-scripts/flow DESIGN_CONFIG=/design/flow/config.mk WORK_HOME=/design/flow/orfs finish

==> deck_impl_summary.md <==
Key Metrics from the Run

Setup path
  • Required time of the critical path: 4.08 ns
  • Slowest stage delay, CP: 0.58 ns
  • Critical Path Fanout Max: 17
  • Worst path cell trace: or3_1 > nor3_1 > nor2_1 > o31ai_1 > inv_1 > ha_1 > inv_1 > o41ai_1 > xnor2_1 > nor2_1 > clkdlybuf4s50_1
  • CP max-delay cell: or3_1
  • CP endpoint kind: output pin
  • Worst Path Arrival: 3.49 ns
  • CP startpoint kind: register
  • Critical Setup Path Class: register to output pin

Yosys
  • Primary FF master, synth: dfxtp_1
  • Ys async rst share: 0%
  • Avg Inst Size Synth: 7.811 um^2
  • Ys cells: 856
  • Syn Inst Count: 856
  • Flops after synth: 94
  • Yosys chip area: 6686 um^2
  • Post-Syn Area: 6686 um^2
  • Synth cell types: 78
  • EDFF count, synth: 0
  • Syn. warnings: 6

Layout
  • Layout area overhead: 12.07%
  • Final non-filler cell area: 7493 um^2
  • Layout cell share with drive strength beyond 1: 6.351%

STA
  • Min Tclk post-route: 4.513 ns
  • Setup_tns: 0 ns
  • Final hold viol count: 0
  • Fmax: 0.2216 GHz
  • Relative slew margins: 52.81%
  • Cycle use final: 88.50%
  • Register pins left without a clock: 4
  • Clk_skew: 0.006971 ns
  • Pins Over Slew Limit: 0
  • Least-Margin Pin Slew: 0.6980 ns
  • # setup viols final: 0
  • RSZ-0062 raised after global routing: no
  • Number of unconstrained endpoints: 4

GRT
  • Largest net degree at the start of global routing: 66
  • GRT Util Overall: 15.76%
  • First-pass GRT wire length: 28230 um
  • Vias in the first global route: 5519
  • Initial antenna violation count: 0
  • GRT Residual Overflow: 0

Run status
  • Status: finished clean

Routing
  • DRT iter0 DRCs: 346
  • Vias/cell: 5.181
  • Antenna Cells: 0
  • Detailed-route via count: 5937
  • Routed Antenna Nets: 0
  • DR DRC count: 0
  • Pre-antenna DRT Iters: 5
  • Routed WL: 16970 um
  • Mean routed wirelength per cell: 14.81 um

Pwr
  • P_int: 1.297 mW
  • Net Sw Frac: 32.56%
  • LEAKAGE: 2.778 nW
  • Peak VDD IR: 0.1480 mV
  • P per Cell Area: 256.7 nW/um^2
  • Total power: 1.923 mW
  • Clock power frac: 32.5%
  • Share of power burned in registers: 40.4%
  • Sw Pwr: 626.2 uW
  • Combinational power share: 27.1%

Floorplanning
  • Die ar.: 22890 um^2
  • Core Area: 21820 um^2
  • Core Rows: 54
  • Chip height: 151.3 um
  • Die X: 151.3 um
  • I/O Pins: 38
  • Fp util: 30.64%

Clocking
  • CTS Hold Bufs: 0
  • CTS Buf Count: 9
  • Setup Fix Bufs, Post-CTS: 0
  • Worst skew pair latency: 0.35 ns
  • Maximum clock insertion buffer count: 2
  • Clock transition at path regs: 0.06 ns
  • CTS tree: built
  • CTS H-tree lvls: 3
  • CTS root buf: clkbuf_16
  • Post_cts resized: 0

Placed design
  • Port buffer count: 37
  • Placed cell area: 7212 um^2
  • Global placer's final weighted congestion: 0.9243
  • DP HPWL: 12790 um

Min path
  • Hold Crit Class: register to register

Run
  • Log Warnings: 35
  • Max_cap viols: 0
-- power by group through the flow --
stage	clock network (mW)	registers, mW	logic, mW
5_1_grt	0.671	0.782	0.577
6_report	0.624	0.778	0.521
4_1_cts	0.643	0.777	0.520
-- final timing paths --
check	to	depth (start not counted)	slack, ns	start
min reg2reg	state[5]	1	0.46	div_cnt[8]
max reg2reg	shift_rem[16]	14	1.13	div_shift[0]
min	state[5]	1	0.46	div_cnt[8]
max	remainder[6]	11	0.59	div_shift[6]
-- cells by family (layout without fill, tap and decap cells) --
logic type	count (synthesis)	after routing	share of synthesized area, %
latches	4	4	0.8982
flops	90	90	26.95
xor+xnor	46	46	6.026
simple gates	333	333	23.54
fa+ha+maj	38	38	7.448
compound gates	201	201	20.38
mux	54	54	8.832
buf+inv	90	100	5.932
-- cell type report --
type	count	area, um^2
Multi-Input combinational cell	672	4428
Inverter	39	146.4
Sequential cell	94	1862
Tap cell	280	350.3
Clock inverter	5	38.79
Clock buffer	11	242.7
Timing Repair Buffer	45	425.4
Fill cell	2252	14330
-- layout by cell type (no fill, tap or decap), types with 28 or more instances in the layout --
cell type	instances
xnor2_1	33
dfxtp_1	90
nor3_1	35
ha_1	35
inv_1	38
mux2i_1	44
a21oi_1	50
a211oi_1	28
clkdlybuf4s50_1	36
o21ai_0	29
nor2_1	124
nand2_1	70
-- synth_stat cells (11+ instances only) --
master / count / share of area [%]
nor2_1: 124 / 7.0
inv_1: 38 / 2.1
a31oi_1: 12 / 1.1
a21oi_1: 50 / 3.7
nand2_1: 70 / 3.9
or3_1: 12 / 1.1
nand3_1: 23 / 1.7
ha_1: 35 / 6.5
mux2i_1: 44 / 6.6
xor2_1: 13 / 1.7
o21ai_0: 29 / 2.2
clkbuf_1: 29 / 1.6
a211oi_1: 28 / 3.1
nor3_1: 35 / 2.6
nand2b_1: 11 / 1.0
dfxtp_1: 90 / 27
buf_1: 11 / 0.62
xnor2_1: 33 / 4.3
-- routing by layer --
layer / share of wire (%) / routed length [um] / global-route usage (%)
met1: 50 / 8509 / 23.87
met2: 43 / 7268 / 23.58
met3: 5.3 / 894 / 3.226
met4: 1.8 / 300 / 2.550
met5: 0 / 0 / 0
-- worst max-delay path, delay by kind of cell, from the launching register on --
kind / cells / cell delay, ns
compound gates: 2 / 0.57
xor+xnor: 1 / 0.14
fa+ha+maj: 1 / 0.24
buf+inv: 3 / 0.64
flops: 1 / 0.43
simple gates: 4 / 1.11
-- sequential cells by signal, summed over array words and instances (netlist names) --
| register | cells |
|---|---|
| ready_o | 1 |
| Q | 8 |
| shift_rem | 17 |
| dividend_r | 8 |
| QM | 6 |
| divisor_r | 8 |
| fin_q | 8 |
| div_cnt | 9 |
| sign_r | 1 |
| fin_rem | 9 |
| div_sign | 2 |
| div_shift | 7 |
| state | 6 |
| find_1.pos_o | 4 |
-- through the flow --
stage / setup slack, ns / hold slack [ns] / util (%) / instances
2_1_floorplan: 1.592 / 0.3990 / - / 856
3_5_place_dp: 0.9594 / 0.4511 / 33.05 / 1130
3_3_place_gp: 0.9880 / 0.4501 / 33.05 / 1130
4_1_cts: 0.5875 / 0.4613 / 34.34 / 1146
6_report: 0.5865 / 0.4584 / 34.34 / 1146
5_1_grt: 0.2645 / 0.4789 / 34.34 / 1146
Power and IR drop assume default switching activity.
