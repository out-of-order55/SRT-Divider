==> /design/flow/design.v <==
module SRT2 #(
    parameter WID=8
) (
    clk         ,
    rst         ,
    dividend    ,
    divisor     ,
    valid       ,
    ready       ,
    quotient    ,
    remainder      
);
input           clk;
input           rst;
input[WID-1:0]  dividend;
input[WID-1:0]  divisor;
input           valid;
output          ready; 
output[WID-1:0]  quotient;
output[WID-1:0]  remainder;
reg             ready_o;
wire[WID-1:0]   pos_1;
wire            q;
wire            neg;
reg[WID-1:0]    div_shift;
reg             dividend_sign;
always @(posedge clk) begin
    if(rst)begin
        dividend_sign <= 'b0;
    end
    else if(valid)begin
        dividend_sign <= dividend[WID-1];
    end
end
find_1#
(
    .WID(WID)
)
find_1(
    .d_i     (divisor),
    .pos_o   (pos_1)
);
q_sel #(
    .WIDTH(WID)
)q_sel (
    .rem     (shift_rem[WID:WID-2]),
    .d       (1'b0),
    .q       (q),
    .neg     (neg)
);
always @(posedge clk) begin
    if(rst)begin
        div_shift <= 'b0;
    end
    else if(valid)begin
        div_shift <= pos_1+2; 
    end
end
wire[WID+1:0]     shift_divisor;
wire[WID+1:0]     shift_divisor_n;
reg[WID+1:0]      Q;
reg[WID+1:0]      QM;  
reg[WID+1:0]      shift_rem;
reg[WID+1:0]      div_cnt;  
assign shift_divisor   = divisor<<div_shift;
assign shift_divisor_n = (~shift_divisor)+1;
parameter   IDLE = 2'b00,
                DIV_WORKING = 2'b01,
                DIV_END = 2'b11;
reg[1:0]    state;
always @(posedge clk) begin
    if(rst)begin
        state <= IDLE;
    end
    else begin
        case (state)
            IDLE:begin
                if(valid)begin
                    state <= DIV_WORKING;
                end
            end
            DIV_WORKING:begin
                if(div_cnt=='b0)
                    state <= DIV_END;
            end
            DIV_END:begin
                state <= IDLE;
            end 
            default: state <= IDLE;
        endcase
    end
end
reg[WID+1:0]      Q1;
reg[WID+1:0]      QM1;  
always @(posedge clk) begin
    if(rst)begin
        Q <= 'b0;
        QM<= 'b0;
    end
    else if(state==DIV_WORKING)begin
        if(~neg)begin
            Q <= {Q[WID:0],q};
        end
        else begin
            Q <= {QM[WID:0],q};
        end
        if ((~neg)&&(q))begin
            QM <= {Q[WID:0],~q};
        end
        else begin
            QM <= {QM[WID:0],~q};
        end
    end
    else begin
        Q <= 'b0;
        QM<= 'b0;
    end
end
reg[WID+1:0]    fin_q;
reg[WID+1:0]    fin_rem;
always @(posedge clk) begin
    if(rst)begin
        fin_q   <= 'b0;
        fin_rem <= 'b0;
    end
    else if(state==DIV_END)begin
        if((shift_rem[WID+1]))begin
            fin_rem <= shift_rem + shift_divisor;
            fin_q   <= Q-1;
        end
        else begin
            fin_rem <= shift_rem;
            fin_q   <= Q ;
        end
    end
end
always @(posedge clk) begin
    if(rst)begin
        div_cnt <= 'b0;
    end
    else if(valid)begin
        div_cnt <= pos_1+1;
    end
    else if(state==DIV_WORKING)begin
        div_cnt <= div_cnt - 1 ;
    end
end
always @(posedge clk) begin
    if(rst)begin
        shift_rem <= 'b0;
    end
    else if(valid)begin
        shift_rem <= dividend;
    end
    else begin
        case ({q,neg})
            2'b00:shift_rem <= {shift_rem[WID:0],1'b0};
            2'b01:shift_rem <= {shift_rem[WID:0],1'b0};
            2'b10:shift_rem <= {shift_rem[WID:0],1'b0}+shift_divisor_n;
            2'b11:shift_rem <= {shift_rem[WID:0],1'b0}+shift_divisor;
            default: ;
        endcase 
    end
end
always @(posedge clk) begin
    if(rst)begin
        ready_o <= 'b0;
    end
    else if(state==DIV_END)begin
        ready_o <= 1'b1;
    end
    else begin
        ready_o <= 1'b0;
    end
end
assign  ready = ready_o;
assign  quotient = fin_q;
assign  remainder= fin_rem>>div_shift;
endmodule
module find_1#
(
    parameter WID=8
)
(
    d_i     ,
    pos_o   
);
input   [WID-1:0]    d_i;
output  reg[WID-1:0]     pos_o;
wire [WID-1:0] pos_oh;
reg [WID-1:0] op_t; 
integer i;
always @(*) begin
	for(i=0; i<WID; i=i+1) begin
		if(d_i[WID-1]==1'b0) begin
			op_t[i] <= d_i[WID-1-i];
		end 
        else begin
			op_t[i] <= ~d_i[WID-1-i];
		end
	end
end
assign pos_oh = op_t & (~op_t+1);	 
integer j;
always @(*) begin
	for(j=0; j<WID; j=j+1) begin
		if(pos_oh[j]==1) begin
			pos_o <= j-1;
		end
	end
end
endmodule
module q_sel #(
    parameter WIDTH = 8
) (
    rem     ,
    d       ,
    q       ,
    neg
);
input[2:0]  rem;
input       d;
output reg  q;
output      neg;
always @(*) begin
    if(rem<3'b010|rem>=3'b110)begin
        q = 1'b0;
    end
    else begin
        q = 1'b1;
    end
end
assign neg = q&(d!=rem[2]);
endmodule
==> /design/flow/run.sh <==
#!/bin/bash
# OpenROAD 26Q1-2900-gdf79404cd8, Yosys 0.63+post, stock flow scripts
make -C /OpenROAD-flow-scripts/flow DESIGN_CONFIG=/design/flow/config.mk WORK_HOME=/design/flow/orfs finish
==> /design/flow/config.mk <==
export PLATFORM = sky130hd
export DESIGN_NAME = SRT2
export DESIGN_NICKNAME = SRT2
export VERILOG_FILES = /design/flow/design.v
export SDC_FILE = /design/flow/constraint.sdc
export NUM_CORES = 4
export LEC_CHECK = 1
export CORE_UTILIZATION = 50
==> /design/flow/constraint.sdc <==
current_design SRT2

set clk_period 7.7
set clk_io_pct 0.2

create_clock -name clk0 -period $clk_period [get_ports {clk}]

set non_clock_inputs [all_inputs -no_clocks]
set_input_delay [expr $clk_period * $clk_io_pct] -clock clk0 $non_clock_inputs
set_output_delay [expr $clk_period * $clk_io_pct] -clock clk0 [all_outputs]
==> metrics.txt <==
# HELP chip_impl_metric Yosys and OpenROAD flow results
# TYPE chip_impl_metric gauge
chip_impl_info{name="status",value="complete, no violations"} 1
chip_impl_metric{name="ys.flops",unit=""} 67
chip_impl_metric{name="area_growth_syn_to_layout",unit="%"} 11.6
chip_impl_metric{name="antenna_cells",unit=""} 0
chip_impl_info{name="critPathTopFamily",value="AND-OR/OR-AND gates"} 1
chip_impl_info{name="ctsRootBufferMaster",value="sky130_fd_sc_hd__clkbuf_8"} 1
chip_impl_metric{name="number_of_global_route_vias_before_repair",unit=""} 3920
chip_impl_info{name="r2r_end",value="shift_rem[6]"} 1
chip_impl_metric{name="leakage",unit="nW"} 2.06
chip_impl_metric{name="area_figure_in_the_yosys_stat_output",unit="um2"} 4830
chip_impl_metric{name="std_cell_rows",unit=""} 35
chip_impl_metric{name="enable_flop_cells",unit=""} 0
chip_impl_metric{name="layout-drive-gt1-share",unit=""} 0.0701
chip_impl_metric{name="fmax",unit="GHz"} 0.221
chip_impl_info{name="worst_setup_path_start_kind",value="input pin"} 1
chip_impl_info{name="timing.critical_path.to_type",value="register"} 1
chip_impl_info{name="crit_end",value="shift_rem[9]"} 1
chip_impl_metric{name="io-pin-count",unit=""} 36
chip_impl_metric{name="reg2reg_depth",unit=""} 12
chip_impl_metric{name="gp_routability_congestion",unit=""} 0.929
chip_impl_metric{name="fp.dieArea",unit="um2"} 10100
chip_impl_info{name="synthTopCellsByCount",value="sky130_fd_sc_hd__nor2_1, sky130_fd_sc_hd__dfxtp_1, sky130_fd_sc_hd__nand2_1"} 1
chip_impl_metric{name="netlist.area_leader.share",unit=""} 0.261
chip_impl_metric{name="clock_insertion_delay_worst_skew",unit="ns"} 0.34
chip_impl_metric{name="area.combinational",unit="um2"} 3200
chip_impl_info{name="hold_path.class",value="register to register"} 1
chip_impl_metric{name="critical_path_depth",unit=""} 12
chip_impl_metric{name="design.core.area",unit="um2"} 9280
chip_impl_metric{name="final-hold-violation-count",unit=""} 0
chip_impl_metric{name="finalWorstPathRequiredPeriod",unit="ns"} 4.52
chip_impl_metric{name="final.setup_skew",unit="ns"} 0.00841
chip_impl_metric{name="crit_path_max_fanout",unit=""} 9
chip_impl_metric{name="grt-ovfl-total",unit=""} 0
chip_impl_metric{name="cap_violations",unit=""} 0
chip_impl_metric{name="synth_async_sr_flop_share",unit=""} 0
chip_impl_metric{name="cell_area_synth",unit="um2"} 4830
chip_impl_info{name="global_route.peak_usage_layer",value="met2"} 1
chip_impl_metric{name="global_route_wire_length_before_repair",unit="um"} 18900
chip_impl_info{name="crit_chain",value="clkdlybuf4s50_1 -> mux2i_1 -> o21ai_0 -> nand3_1 -> ha_1 -> a211oi_1 -> nor2_1 -> a311oi_1 -> o21ai_0 -> xnor2_1 -> a221oi_1 -> nor2_1"} 1
chip_impl_metric{name="post-dp-hpwl",unit="um"} 8330
chip_impl_metric{name="ys_warn_count",unit=""} 3
chip_impl_metric{name="cp_bufs_invs",unit=""} 1
chip_impl_metric{name="share_of_the_core_filled_with_cells",unit=""} 0.581
chip_impl_metric{name="grt_start_max_net_pins",unit=""} 47
chip_impl_metric{name="r2r_setup_slack",unit="ns"} 4.40
chip_impl_info{name="post-synth-top-count-cell",value="sky130_fd_sc_hd__nor2_1"} 1
chip_impl_metric{name="report.final.setup_viol",unit=""} 0
chip_impl_info{name="yosys.area.top_type",value="sky130_fd_sc_hd__dfxtp_1"} 1
chip_impl_metric{name="portbufs",unit=""} 35
chip_impl_info{name="synth.top_cells.by_area",value="sky130_fd_sc_hd__dfxtp_1, sky130_fd_sc_hd__ha_1, sky130_fd_sc_hd__mux2i_1, sky130_fd_sc_hd__nor2_1, sky130_fd_sc_hd__a211oi_1"} 1
chip_impl_metric{name="cpPeakStageDelay",unit="ns"} 0.65
chip_impl_metric{name="detailroute.via_count",unit=""} 4159
chip_impl_metric{name="global_route.usage.met2",unit=""} 0.400
chip_impl_metric{name="clkTransAtPathRegs",unit="ns"} 0.07
chip_impl_info{name="rsz0062_at_grt",value="no"} 1
chip_impl_metric{name="clock_path_buffers",unit=""} 2
chip_impl_metric{name="critical_path_arrival",unit="ns"} 4.75
chip_impl_metric{name="die.size.y",unit="um"} 100
chip_impl_metric{name="relative_slew_slack",unit=""} 0.486
chip_impl_metric{name="critPathRequiredTime",unit="ns"} 7.93
chip_impl_info{name="crit_slowest_cell",value="sky130_fd_sc_hd__clkdlybuf4s50_1"} 1
chip_impl_metric{name="worst_slew_pin_slew",unit="ns"} 0.770
chip_impl_info{name="clock_tree_from_tritoncts",value="built"} 1
chip_impl_metric{name="postSynthAreaPerCell",unit="um2"} 8.11
chip_impl_metric{name="number_of_register_pins_that_no_clock_reaches",unit=""} 4
chip_impl_metric{name="synthCells",unit=""} 596
chip_impl_metric{name="drtAntennaViolNets",unit=""} 0
chip_impl_metric{name="tool_warnings",unit=""} 37
chip_impl_metric{name="synth_stat.cells",unit=""} 596
chip_impl_info{name="timing.setup.critical_path_class",value="input pin to register"} 1
chip_impl_metric{name="detail_route.vias_per_cell",unit=""} 5.61
chip_impl_metric{name="average_wire_per_cell_in_the_routed_design",unit="um"} 15.1
chip_impl_metric{name="core_util_floorplan",unit=""} 0.521
chip_impl_metric{name="peakVddDrop",unit="mV"} 0.110
chip_impl_metric{name="die_w",unit="um"} 100
chip_impl_metric{name="post-route-drc-count",unit=""} 0
chip_impl_metric{name="grt_use_total",unit=""} 0.241
chip_impl_metric{name="timing.setup.tns",unit="ns"} 0
chip_impl_metric{name="final_max_slew_viol_count",unit=""} 0
chip_impl_metric{name="cts_hold_buffers",unit=""} 0
chip_impl_metric{name="yosys.cell_types.count",unit=""} 61
chip_impl_metric{name="antenna_found_initial",unit=""} 0
chip_impl_metric{name="cts_setup_buffers",unit=""} 0
chip_impl_info{name="worst_r2r_startpoint",value="div_shift[0]"} 1
chip_impl_metric{name="h-tree-depth",unit=""} 3
chip_impl_metric{name="detail_route.wirelength",unit="um"} 11200
chip_impl_metric{name="timing.final.crit_share",unit=""} 0.588
chip_impl_metric{name="cts-resized-gates",unit=""} 0
chip_impl_metric{name="unconstrained_endpoints",unit=""} 4
chip_impl_metric{name="cts-buffers-inserted",unit=""} 9
chip_impl_metric{name="register_area",unit="um2"} 1320
chip_impl_metric{name="gr-usage-met3",unit=""} 0.0354
chip_impl_info{name="flop_cell",value="sky130_fd_sc_hd__dfxtp_1"} 1
chip_impl_metric{name="first_iter_violations",unit=""} 152
chip_impl_info{name="setup.worst_path.start",value="divisor[0]"} 1
chip_impl_metric{name="global_route.usage.met1",unit=""} 0.345
chip_impl_metric{name="power_density",unit="nW/um2"} 166
chip_impl_metric{name="firstDrtPassIters",unit=""} 4
chip_impl_metric{name="fillers",unit=""} 881
==> power by group <==
group	leakage, nW	switching, mW	internal, mW
Combinational	1.42	0.142	0.113
Clock	0.0960	0.133	0.148
Sequential	0.544	0.0190	0.339
Total	2.06	0.293	0.600
==> area by class of cell <==
class / instances / share of cell area
Clock buffer: 10 / 0.0237
Clock inverter: 6 / 0.0114
Inverter: 35 / 0.0244
Multi-Input combinational cell: 455 / 0.594
Sequential cell: 67 / 0.245
Tap cell: 129 / 0.0299
Timing Repair Buffer: 40 / 0.0719
==> stage by stage <==
stage / total power, mW / setup WS [ns] / cells / hold WS (ns) / instance area, um2
floorplan: 0.555 / 3.78 / 596 / 0.430 / 4830
global placement: 0.618 / 2.92 / 726 / 0.445 / 5200
detailed placement: 0.618 / 2.86 / 726 / 0.453 / 5200
CTS: 0.903 / 3.20 / 742 / 0.465 / 5390
global route: 0.949 / 3.00 / 742 / 0.498 / 5390
finish: 0.894 / 3.18 / 742 / 0.458 / 5390
==> registers in the layout, indices dropped and copies added (netlist names) <==
name	cells
div_cnt	10
find_1.pos_o	4
div_shift	6
fin_q	8
Q	8
shift_rem	10
fin_rem	10
state	3
QM	7
ready_o	1
==> worst min-delay path by stage <==
stage         from  endpoint  cells after the start
6_report  state[0]  state[0]                      2
5_1_grt      QM[6]      Q[7]                      2
4_1_cts   state[0]  state[0]                      2
==> routing by layer <==
layer  vias up  share of wire
li1       2135              -
met5         -              0
met2        63           0.48
met3        17          0.028
met4         0          0.019
met1      1944           0.47
==> worst register-to-register path: cells and delay by family, from the launching register on <==
family	cells	cell delay, ns
AOI/OAI and AO/OA	5	0.88
adders and majority gates	1	0.33
buffers and inverters	1	0.23
DFF	1	0.30
and+or+nand+nor	5	1.44
==> cells by family after synthesis <==
| kind of cell | count (synthesis) | synth area share |
|---|---|---|
| latches | 4 | 0.0124 |
| fa+ha+maj | 40 | 0.108 |
| simple gates | 187 | 0.184 |
| mux | 45 | 0.106 |
| buf+inv | 74 | 0.0642 |
| flops | 63 | 0.261 |
| compound gates | 148 | 0.200 |
| xor+xnor | 35 | 0.0650 |
==> cell usage in the layout (no fill, tap or decap), drive strengths merged, types with 5 or more instances in the layout <==
cell type,count
nor2,84
dfxtp,63
nand2,38
ha,37
inv,35
clkdlybuf4s50,35
a21oi,34
mux2i,33
o21ai,31
a211oi,26
xnor2,22
nor3,18
xor2,13
a31oi,11
nand2b,11
clkbuf,10
mux2,8
nand3,8
or3,5
a22oi,5
o22ai,5
o211ai,5
buf,5
Power and IR drop assume default switching activity.
